==> ./design.v <==
module seg7x16(
    input clk,
    input rst,
    input [31:0] i_data,
    output [7:0] o_seg,
    output [7:0] o_sel
);
    reg [14:0] cnt;
    always @ (posedge clk, posedge rst)
    if (rst)
        cnt <= 0;
    else
        cnt <= cnt + 1'b1;
    wire seg7_clk = cnt[14];
    reg [2:0] seg7_addr;
    always @ (posedge seg7_clk, posedge rst)
        if(rst)
            seg7_addr <= 0;
        else
            seg7_addr <= seg7_addr + 1'b1;
    reg [7:0] o_sel_r;
    always @ (*)
        case(seg7_addr)
            7 : o_sel_r = 8'b01111111;
            6 : o_sel_r = 8'b10111111;
            5 : o_sel_r = 8'b11011111;
            4 : o_sel_r = 8'b11101111;
            3 : o_sel_r = 8'b11110111;
            2 : o_sel_r = 8'b11111011;
            1 : o_sel_r = 8'b11111101;
            0 : o_sel_r = 8'b11111110;
        endcase
    reg [31:0] i_data_store;
    always @ (posedge clk, posedge rst)
        if(rst)
            i_data_store <= 0;
        else
            i_data_store <= i_data;
    reg [7:0] seg_data_r;
    always @ (*)
        case(seg7_addr)
            0 : seg_data_r = i_data_store[3:0];
            1 : seg_data_r = i_data_store[7:4];
            2 : seg_data_r = i_data_store[11:8];
            3 : seg_data_r = i_data_store[15:12];
            4 : seg_data_r = i_data_store[19:16];
            5 : seg_data_r = i_data_store[23:20];
            6 : seg_data_r = i_data_store[27:24];
            7 : seg_data_r = i_data_store[31:28];
        endcase
    reg [7:0] o_seg_r;
    always @ (posedge clk, posedge rst)
        if(rst)
            o_seg_r <= 8'hff;
        else
            case(seg_data_r)
                4'h0 : o_seg_r <= 8'hC0;
                4'h1 : o_seg_r <= 8'hF9;
                4'h2 : o_seg_r <= 8'hA4;
                4'h3 : o_seg_r <= 8'hB0;
                4'h4 : o_seg_r <= 8'h99;
                4'h5 : o_seg_r <= 8'h92;
                4'h6 : o_seg_r <= 8'h82;
                4'h7 : o_seg_r <= 8'hF8;
                4'h8 : o_seg_r <= 8'h80;
                4'h9 : o_seg_r <= 8'h90;
                4'hA : o_seg_r <= 8'h88;
                4'hB : o_seg_r <= 8'h83;
                4'hC : o_seg_r <= 8'hC6;
                4'hD : o_seg_r <= 8'hA1;
                4'hE : o_seg_r <= 8'h86;
                4'hF : o_seg_r <= 8'h8E;
            endcase
    assign o_sel = o_sel_r;
    assign o_seg = o_seg_r;
endmodule
==> ./run.sh <==
#!/bin/bash
# OpenROAD 26Q1-2900-gdf79404cd8, Yosys 0.63+post, stock flow scripts
make -C /OpenROAD-flow-scripts/flow DESIGN_CONFIG=/design/flow/config.mk WORK_HOME=/design/flow/orfs finish
==> ./config.mk <==
export PLATFORM = sky130hd
export DESIGN_NAME = seg7x16
export DESIGN_NICKNAME = seg7x16
export VERILOG_FILES = /design/flow/design.v
export SDC_FILE = /design/flow/constraint.sdc
export NUM_CORES = 4
export LEC_CHECK = 1
export CORE_UTILIZATION = 50
==> ./constraint.sdc <==
current_design seg7x16

set clk_period 2.4
set clk_io_pct 0.2

create_clock -name clk0 -period $clk_period [get_ports {clk}]

set non_clock_inputs [all_inputs -no_clocks]
set_input_delay [expr $clk_period * $clk_io_pct] -clock clk0 $non_clock_inputs
set_output_delay [expr $clk_period * $clk_io_pct] -clock clk0 [all_outputs]
==> Changelog: implementation <==
## Implementation

* Residual DRC at 0
* Final Total Pwr at 0.001806 W
* Placed Instances at 275
* Antenna cell count at 0
* Relative slew slack at 0.6499
* Max Clock Freq at 573.6 MHz
* Grt total ovfl at 0
* Int Pwr at 0.001481 W
* Maxcap violations at 0
* Root Driver: clkbuf_8
* Area of the mapped netlist at 0.002286 mm2
* RSZ-0062 raised after global routing: no
* R2R Path End: o_seg_r[3]
* Endpoints left unconstrained at 11
* Startpoint Class: flop
* Ys flops at 57
* Critical path type: flop to output port
* Top FF cell, synth: dfrtp_1
* Final Hold Fails at 0
* Die area at 0.004846 mm2
* Via count at 1,460
* Maximum fanout along the worst path at 1
* Outcome: finished, final reports clean
* Reg2Reg Setup Slack at 0.72 ns
* Hold endpoint: cnt[5]
* Detailed Routing Iterations Pass 1 at 4
* Cycle use final at 0.7264
* Setup_tns at 0 ns
* Post-route ant nets at 0
* Transition time of the tightest slew-check pin at 0.5251 ns
* Via density at 5.159
* Crit-path cells: clkdlybuf4s50_1
* Most frequent cell after synthesis: dfrtp_1
* Worst-case reg-to-reg path depth at 6
* Final Non-Filler Cells at 283
* Post-synth top area cell: dfrtp_1
* Net Sw Power at 0.0003257 W
* Mean post-synth cell area at 12.70 um2
* Stage-log warning count at 30
* First-pass GRT wire length at 6665 um
* Die Y-Extent at 69.62 um
* H-tree depth at 2
* Clock Path Buffers at 2
* GPL Wtd Cong at 0.8943
* CTS tree: yes
* Initial antenna violation count at 0
* Asr flop ratio synth at 1.000
* Worst hold-check path type: flop to flop
* Die width at 69.62 um
* DR WL/cell at 13.30 um
* Clock power share at 0.393
* Clock-pin slew on the worst setup and hold paths at 0.09 ns
* # port buffers at 48
* Minimum clock period at 1.743 ns
* # IOs at 50
* Arrival @ worst endpoint at 1.26 ns
* Fp_density at 0.5214
* Synth top area cells: dfrtp_1 55%, dfstp_2 8.0%, xnor2_1 4.2%
* Worst setup EP type: output port
* Row count at 24
* Reg-to-reg critical path startpoint: i_data_store[10]
* CP bufs+invs at 1
* Final setup viols at 0
* Fill cells at 311
* Post-DP HPWL at 2728 um
* Switching Fraction at 0.1803
* Synth Seq Share at 0.6278
* IR drop worst, VDD at 0.0004146 V
* Vias in the first global route at 1,436
* Largest net degree at the start of global routing at 37
* Comb power frac at 0.074
* Synth Instances at 180
* Clk latency late pin at 0.29 ns
* Worst path max stage delay at 0.52 ns
* Count of library flops with an enable pin at 0
* Core Area at 0.004384 mm2
* Startpoint of the worst hold path: cnt[5]
* Syn-to-layout area delta at 29.61%
* CP delay by family, top: flip-flops
* CTS resizes at 0
* Leak pwr at 1.266 nW
* CTS Hold Bufs at 0
* Critical path's slowest cell: dfstp_2
* Gr usage total at 0.1806
* Slew Viols, Final at 0
* Commonest cells post-synth: 50 x dfrtp_1, 17 x nand2_1, 13 x nand3_1
* Number of buffers created by CTS at 5
* Pwr dens at 609.6 mW/mm2
* Yosys warns at 1
* Yosys Chip Area at 0.002286 mm2
* Clock Skew at 0.004918 ns
* Final Instance Area at 0.002963 mm2
* Register pins left without a clock at 3
* Sequential share of power at 0.533
* Yosys cell count at 180
* Postcts setup bufs at 0
* Worst Hold Path Cells at 1
* Crit path DRT at 1.92 ns
* Synth top area share at 0.5473
* Netlist cell types at 39
* Initial DRC Count at 109
* Share of layout cells above drive strength 1 at 0.1212
* Final WL at 3765 um
* Placed Instance Area at 0.002820 mm2
-- how the worst max path moves through the flow --
| stage | start | end | cells after the start |
|---|---|---|---|
| global route | o_seg_r[3] | o_seg[3] | 1 |
| finish | o_seg_r[5] | o_seg[5] | 1 |
| CTS | o_seg_r[5] | o_seg[5] | 1 |
-- per-layer routing --
metal  vias up  share of wire  track usage
met3         2          0.048      0.03982
li1        723              -            -
met1       699           0.48       0.3026
met2        36           0.47       0.2708
met4         0         0.0053      0.02000
met5         -              0            0
-- power by group through the flow --
stage                 Clock [W]  Sequential, W  Combinational (W)
after CTS              0.000736       0.000963           0.000136
after global routing   0.000783       0.000967           0.000148
final                  0.000710       0.000963           0.000133
-- final cells by class --
cell class / instances / area (um2) / share of cell area
clock inverter: 2 / 60.06 / 0.02027
sequential: 57 / 1435 / 0.4844
tap: 52 / 65.06 / 0.02196
clock buffer: 6 / 82.58 / 0.02787
multi-input combinational: 108 / 785.8 / 0.2652
timing repair buffer: 49 / 500.5 / 0.1689
inverter: 9 / 33.78 / 0.01140
-- placed cells by master (no fill, tap or decap), types with 4 or more instances in the layout --
| cell type | instances |
|---|---|
| a21oi_1 | 4 |
| a22oi_1 | 8 |
| clkbuf_8 | 6 |
| clkdlybuf4s50_1 | 48 |
| dfrtp_1 | 50 |
| dfstp_2 | 7 |
| ha_1 | 7 |
| inv_1 | 8 |
| nand2_1 | 17 |
| nand3_1 | 13 |
| nand4_1 | 7 |
| nor2_1 | 5 |
| xnor2_1 | 11 |
-- kinds of logic (layout without fill, tap and decap cells) --
| family | count (synthesis) | after routing | share of synthesized area |
|---|---|---|---|
| AND-OR/OR-AND | 34 | 34 | 0.1308 |
| XOR/XNOR | 14 | 14 | 0.05364 |
| adder cells (fa/ha/maj) | 7 | 7 | 0.03831 |
| buffers and inverters | 15 | 66 | 0.02846 |
| flip-flops | 57 | 57 | 0.6278 |
| multiplexers | 2 | 2 | 0.01149 |
| other | 1 | 1 | 0.001640 |
| AND/OR/NAND/NOR | 50 | 50 | 0.1078 |
-- sequential cells by signal, indices dropped and copies added, names as in the netlist --
name / flops
seg7_addr: 3
i_data_store: 32
cnt: 15
o_seg_r: 7
-- metrics by stage --
step	worst slack, ns	hold WS (ns)	utilization
after detailed placement	0.7271	0.4568	0.6433
after global routing	0.5918	0.4847	0.6758
after CTS	0.6324	0.4717	0.6758
after global placement	0.7640	0.4488	0.6433
after floorplan	0.5319	0.4337	-
final	0.6567	0.4699	0.6758
No activity file was given, so power comes from the tool's default toggle rates.
